### ./run.sh
#!/bin/bash
# OpenROAD 26Q1-2900-gdf79404cd8, Yosys 0.63+post, stock flow scripts
make -C /OpenROAD-flow-scripts/flow DESIGN_CONFIG=/design/flow/config.mk WORK_HOME=/design/flow/orfs finish
### ./config.mk
export PLATFORM = sky130hd
export DESIGN_NAME = Counter_circle
export DESIGN_NICKNAME = Counter_circle
export VERILOG_FILES = /design/flow/design.v
export SDC_FILE = /design/flow/constraint.sdc
export NUM_CORES = 4
export LEC_CHECK = 1
export CORE_UTILIZATION = 40
### ./constraint.sdc
current_design Counter_circle

set clk_period 6.7
set clk_io_pct 0.2

create_clock -name clk0 -period $clk_period [get_ports {clk}]

set non_clock_inputs [all_inputs -no_clocks]
set_input_delay [expr $clk_period * $clk_io_pct] -clock clk0 $non_clock_inputs
set_output_delay [expr $clk_period * $clk_io_pct] -clock clk0 [all_outputs]
### ./design.v
`timescale 1ns / 1ps
module Counter(Enable, clk, clr, res);
    parameter WIDTH = 32;
    input Enable,clk,clr;
    output reg [WIDTH-1:0] res;
    initial begin
        res = 0;
    end
    always @(posedge clk) begin
        if(clr) res=0;
        else if(Enable) res=res+1;
    end
endmodule
`timescale 1ns / 1ps
module Counter_circle(clk, clr, branch, jmp, Syscall, R1_out, Count_all, Count_branch, Count_jmp);
    input clk, clr, branch, jmp, Syscall;
    input [31:0]R1_out;
    output wire[31:0]Count_all, Count_branch, Count_jmp;
    wire Enable;
    assign Enable = (~Syscall)|(Syscall & (R1_out == 34));
    Counter count_all(Enable, clk, clr, Count_all);
    Counter count_branch(branch, clk, clr, Count_branch);
    Counter count_jmp(jmp, clk, clr, Count_jmp);
endmodule
==> results.sh <==
# physical design summary
export IMPL_leakage_nw=1.97
export IMPL_grt_pass1_vias=3681
export IMPL_end_kind="register"
export IMPL_vias_per_cell=5.26
export IMPL_fillers=968
export IMPL_routed_wirelength_um=10700
export IMPL_drtIter0Drc=185
export IMPL_num_rows=38
export IMPL_yosys_warnings=1
export IMPL_rsz0062_at_grt="false"
export IMPL_syn_area_per_cell_um2=8.59
export IMPL_maxSlewViolCount=0
export IMPL_postCtsHoldBufs=0
export IMPL_cts_htree_levels=3
export IMPL_vdd_drop_max_uv=119
export IMPL_cts_tree="yes"
export IMPL_die_w_um=109
export IMPL_drv_cap=0
export IMPL_path_max_fanout=61
export IMPL_num_vias=4169
export IMPL_cts_sinks=96
export IMPL_finalHoldViolCount=0
export IMPL_port_buffers=132
export IMPL_antenna_cells=0
export IMPL_clk_pin_slew_ns=0.06
export IMPL_period_used_pct=46.7
export IMPL_critical_path_required_ns=6.97
export IMPL_slowest_delay_ns=0.54
export IMPL_max_freq_ghz=0.320
export IMPL_setup_viol=0
export IMPL_p_total_mw=1.18
export IMPL_ff_type="dfxtp_1"
export IMPL_crit_type="input port to register"
export IMPL_synth_edff_count=0
export IMPL_pin_count=133
export IMPL_fin_tns_setup_ns=0
export IMPL_skew_ns=0.00564
export IMPL_cts_setup_buffers=0
export IMPL_ys_area_um2=4540
export IMPL_syn2layout_area_growth_pct=37.7
export IMPL_cts_path_max_buffers=2
export IMPL_fp_util_pct=41.5
export IMPL_ctsResizeCount=0
export IMPL_warnings=25
export IMPL_hold_class="register to register"
export IMPL_mostFrequentLayoutCells="clkdlybuf4s50_1 (131), dfxtp_1 (96), nor2_1 (67)"
export IMPL_yosysUniqueCellTypes=41
export IMPL_synth_area_um2=4540
export IMPL_coreArea_um2=10900
export IMPL_grt_remaining_overflow=0
export IMPL_fin_crit_ns=3.13
export IMPL_ys_cells=528
export IMPL_drive_gt1_share_pct=6.13
export IMPL_numSynthFlops=96
export IMPL_ant_nets=0
export IMPL_clockRootBuffer="clkbuf_16"
export IMPL_postSynthCellCount=528
export IMPL_fp_dieH_um=109
export IMPL_drc_errors=0
export IMPL_dieArea_um2=11800
export IMPL_cp_slowest_cell="or4_1"
export IMPL_cts_buffers_inserted=9
export IMPL_gp_congestion=0.834
export IMPL_ys_seq_share_pct=42.4
export IMPL_grt_max_degree=79
export IMPL_dp_hpwl_um=7260
export IMPL_drt_first_pass_iters=4
export IMPL_grt_pass1_wl_um=17200
export IMPL_worst_pin_slew_ns=0.796
export IMPL_wl_per_cell_um=13.5
export IMPL_arrival_ns=3.40
export IMPL_regToRegSetupSlack_ns=4.58
export IMPL_lay_top_count="clkdlybuf4s50_1"
export IMPL_track_usage_pct=18.4
export IMPL_relSlewSlack_pct=46.9
export IMPL_status="finished clean"
export IMPL_worstSetupStartpointType="input port"
export IMPL_power_density_nw_per_um2=189
export IMPL_antenna_found_initial=0
export IMPL_crit_chain="clkdlybuf4s50_1 -> nor4_1 -> nand4_1 -> o21a_2 -> buf_4 -> or4_1 -> a21oi_1"
export IMPL_async_flop_share_pct=0
export IMPL_clock_latency_ns=0.35
-- cells in the mapped netlist (2+ instances only) --
cell | n | area [µm²]
nand3_2 | 2 | 20.0
a21oi_1 | 39 | 195
buf_2 | 4 | 20.0
nor4_1 | 10 | 62.6
or4_4 | 2 | 22.5
clkbuf_1 | 17 | 63.8
nor2_1 | 67 | 251
xnor2_1 | 21 | 184
o21ai_0 | 26 | 130
or4_1 | 12 | 90.1
and2_1 | 4 | 25.0
dfxtp_1 | 96 | 1920
inv_1 | 7 | 26.3
nand4_2 | 2 | 25.0
nand2_1 | 31 | 116
and4_1 | 11 | 96.3
nor3_1 | 7 | 35.0
ha_1 | 3 | 37.5
and3_1 | 7 | 43.8
xor2_1 | 32 | 280
or3_1 | 28 | 175
buf_4 | 2 | 15.0
nand4_1 | 23 | 144
mux2i_1 | 3 | 30.0
nand3_1 | 38 | 190
nor4_2 | 2 | 25.0
nor3_2 | 6 | 60.1
o31ai_1 | 12 | 90.1
buf_1 | 2 | 7.51
-- registers in the layout, summed over array words and instances, names as in the netlist --
register	count
count_jmp.res	32
count_branch.res	32
count_all.res	32
-- worst max-delay path: cells and delay by family --
family                 cells  cell delay [ns]
and+or+nand+nor            3             1.00
AOI/OAI and AO/OA          2             0.37
buffers and inverters      2             0.67
-- report_power, final --
group | switching [mW] | total (mW) | internal, mW
sequential | 0.00464 | 0.579 | 0.574
combinational | 0.0239 | 0.0549 | 0.0310
clock | 0.220 | 0.547 | 0.327
-- area by class of cell --
class,count,area (µm²),share of cell area (%)
Clock inverter,5,81.3,1.30
Clock buffer,11,233,3.73
Multi-Input combinational cell,399,2470,39.6
Timing Repair Buffer,135,1340,21.4
Inverter,7,26.3,0.421
Sequential cell,96,1920,30.8
Tap cell,140,175,2.80
-- per-layer routing --
metal	part of all wire, %	GRT usage, %	wire length (µm)	vias to the layer above
li1	-	-	-	2144
met1	48	28.2	5180	1894
met2	42	27.9	4540	118
met3	7.4	3.93	790	13
met4	1.8	2.80	192	0
met5	0	0	0	-
-- logic make-up (layout without fill, tap and decap cells) --
group	Yosys count	after routing	synth area share, %
simple gates	260	260	33.0
mux	4	4	0.910
flops	96	96	42.4
xor+xnor	53	53	10.2
compound gates	79	79	9.54
fa+ha+maj	3	3	0.827
buf+inv	33	158	3.17
-- metrics by stage --
| stage | hold WS, ns | cells | setup WS, ns | area [µm²] | util, % |
|---|---|---|---|---|---|
| global route | 0.521 | 793 | 3.41 | 6250 | 57.1 |
| detailed placement | 0.484 | 777 | 3.21 | 5930 | 54.3 |
| global placement | 0.474 | 777 | 3.26 | 5930 | 54.3 |
| floorplan | 0.439 | 528 | 3.93 | 4540 | - |
| finish | 0.493 | 793 | 3.57 | 6250 | 57.1 |
| CTS | 0.493 | 793 | 3.58 | 6250 | 57.1 |
-- path summary, 6_finish.rpt --
kind / startpoint / endpoint / cells past startpoint
max: R1_out[25] / count_all.res[28]$_SDFFE_PP0P_ / 7
min: count_all.res[31]$_SDFFE_PP0P_ / count_all.res[31]$_SDFFE_PP0P_ / 2
max reg2reg: count_branch.res[15]$_SDFFE_PP0P_ / count_branch.res[23]$_SDFFE_PP0P_ / 5
min reg2reg: count_all.res[31]$_SDFFE_PP0P_ / count_all.res[31]$_SDFFE_PP0P_ / 2
