[./design.v]
`timescale 1ns / 1ps
module ALU(X, Y, ALU_OP, shamt, Result1, Result2, OF, UOF, Equal);
    input [31:0] X, Y;
    input [3:0] ALU_OP;
    input [4:0] shamt;
    output reg [31:0]Result1, Result2;
    output reg OF, UOF;
    output wire Equal;
    assign Equal = (X == Y);
    initial begin
        Result1 = 0;
        Result2 = 0;
        OF = 0;
        UOF = 0;
    end
    always @(X or Y or ALU_OP or shamt)begin
        Result1 = 32'h0000_0000;
        Result2 = 32'h0000_0000;
        OF = 0;
        UOF = 0;
        case(ALU_OP)
        0:begin
            Result1 = Y << shamt;
        end
        1:begin
            Result1 = $signed(Y) >>> shamt;
        end
        2:begin
            Result1 = Y >> shamt;
        end
        3:begin
            {Result2, Result1} = X * Y;
        end
        4:begin
            Result1 = X / Y;
            Result2 = X % Y;
        end
        5:begin
            Result1 = X + Y;
            OF = (X[31] & Y[31] & ~Result1[31]) || (~X[31] & ~Y[31] & Result1[31]);
            UOF = (Result1 < X) || (Result1 < Y);
        end
        6:begin
            Result1 = X - Y;   
            OF = (X[31] & ~Y[31] & ~Result1[31]) || (~X[31] & Y[31] & Result1[31]);
            UOF = Result1 > X;
        end
        7:begin
            Result1 = X & Y;
        end
        8:begin
            Result1 = X | Y;
        end
        9:begin
            Result1 = X ^ Y;
        end
        10:begin
            Result1 = ~(X | Y);
        end
        11:begin
            Result1 = ($signed(X) < $signed(Y)) ? 1 : 0;
        end
        12:begin
            Result1 = (X < Y) ? 1 : 0;
        end
        default: begin
            Result1 = 32'h0000_0000;
            Result2 = 32'h0000_0000;
        end
        endcase
        if (ALU_OP != 3 && ALU_OP != 4 )begin
            Result2 = 0;
        end
        if (ALU_OP != 5 && ALU_OP != 6 )begin
            UOF = 0;
            OF = 0;
        end
    end
endmodule
[./config.mk]
export PLATFORM = sky130hd
export DESIGN_NAME = ALU
export DESIGN_NICKNAME = ALU
export VERILOG_FILES = /design/flow/design.v
export SDC_FILE = /design/flow/constraint.sdc
export NUM_CORES = 4
export LEC_CHECK = 1
export CORE_UTILIZATION = 50
[./constraint.sdc]
current_design ALU

set clk_period 464.8
set clk_io_pct 0.2

create_clock -name clk0 -period $clk_period

set non_clock_inputs [all_inputs -no_clocks]
set_input_delay [expr $clk_period * $clk_io_pct] -clock clk0 $non_clock_inputs
set_output_delay [expr $clk_period * $clk_io_pct] -clock clk0 [all_outputs]
[./run.sh]
#!/bin/bash
# OpenROAD 26Q1-2900-gdf79404cd8, Yosys 0.63+post, stock flow scripts
make -C /OpenROAD-flow-scripts/flow DESIGN_CONFIG=/design/flow/config.mk WORK_HOME=/design/flow/orfs finish
==> notes.md <==
Entry: Yosys synthesis followed by OpenROAD place and route.

Run status:
- The flow ran to the end, and the final reports show no timing, DRC or antenna violations.

Setup path:
- The run puts the worst path required time at 371.84 ns.
- Per STA, the library cell used most along the worst path is sky130_fd_sc_hd__ha_1.
- The run gives the worst-path cell with the longest stage delay as sky130_fd_sc_hd__o31ai_1.
- The run gives the delay of the slowest critical-path stage as 0.96 ns.
- STA classifies the critical path endpoint as a primary output.
- Grouping stages by cell kind, the critical path spends the most delay in AND-OR/OR-AND gates.
- The run gives the number of buffers and inverters on the critical path as 22.
- The worst setup path is launched from an input port.
- The critical path is of the in -> out type.
- The run puts the critical path data arrival time at 181.77 ns.
- The run gives the highest fanout seen on the critical path as 37.

Yosys:
- The run gives the most area-hungry cell type in the Yosys netlist as sky130_fd_sc_hd__fa_1.
- The run gives the post-synthesis instance area as 72300 µm².
- The run gives the post-synthesis instance total as 9718.
- The run gives the yosys synthesis chip area as 72300 µm².
- The run gives the number of distinct standard cells referenced by the synthesized netlist as 117.
- The run puts the mean area per synthesized cell at 7.44 µm².
- By area the synthesized netlist is led by sky130_fd_sc_hd__fa_1 (25%), sky130_fd_sc_hd__ha_1 (17%), sky130_fd_sc_hd__nand2_1 (7.0%).
- The run puts the yosys cell count at 9718.
- The run gives the area share of the leading cell type in the synthesized netlist as 24.9%.
- After synthesis, flip-flops and latches occupy 0% of the total area.
- The run gives the Yosys warning count as 1.

Pwr:
- The run puts the total leakage power at 37.5 nW.
- The run puts the cell-internal power at 0.000353 W.
- Total power normalized to cell area comes to 12.6 nW/µm².
- Per the power-grid run, VDD falls by no more than 0.0459 mV.
- The run puts the switching power total at 0.000609 W.
- The run gives the net switching fraction of the power as 63.3%.
- The run gives the power consumption as 0.000962 W.

Final timing:
- The run puts the final critical delay including setup and external delays at 274.73 ns.
- In the finished design, the share of the clock period the worst path needs comes to 59.1%.
- The run gives the count of final setup violators as 0.
- For reference, the final report shows the max-slew violation count at 0.
- The run puts the relative slew slack at 15.6%.
- The run puts the highest achievable clock rate at 3.64 MHz.
- Setup repair after global routing left no endpoint under its margin.
- The run puts the setup total negative slack at 0 ns.
- The run puts the final number of hold-violating endpoints at 0.
- The transition time recorded at the tightest slew-check pin is 1.26 ns.

Floorplanning:
- The die is 382 µm tall.
- The run gives the total die size as 146000 µm².
- The run gives the top-level I/O count as 140.
- The run gives the floorplan-stage core utilization as 50.4%.
- In this run the horizontal extent of the chip is 382 µm.
- The floorplan step defined a core boundary enclosing 144000 µm².
- After floorplanning, the core was divided into 139 placement rows.

Global route:
- The run gives the largest net degree at the start of global routing as 78.
- The run puts the via count of the first global-routing pass at 74400.
- The run gives the number of antenna violations at the first check in global routing as 42.
- The run puts the overall fraction of global-route tracks in use at 50.5%.
- The run puts the wire length of the first global-routing pass at 513 mm.
- The run puts the global-route congestion overflow total at 0.

Drt:
- Per the post-route antenna check, the number of violating nets is 0.
- The run gives the count of unresolved DRC violations after routing as 0.
- For this sky-water flow run, the detailed-routed wirelength per cell is reported as 30.7 µm.
- The run puts the number of search-and-repair iterations in the first detailed-routing pass at 25.
- The final route contains 75400 vias.
- The run puts the final wirelength at 356 mm.
- The run gives the mean number of vias per cell as 6.49.
- The run puts the violation count after the first detailed-routing iteration at 7009.

Clock network:
- The run gives the post-CTS setup-driven buffer insertion count as 0.
- The run gives the post-cts hold buffer count as 0.
- After clock tree synthesis, the repair step resized 0 gates.

Placed design:
- The run puts the HPWL after detailed placement at 284 mm.
- The run gives the count of input and output buffers as 140.
- The run gives the final weighted congestion of routability-driven global placement as 1.16.

Cells and area:
- The clock buffers instantiated in the layout total 0.
- The run puts the area used by sequential logic in the layout at 0 µm².
- The run gives the number of flip-flops and latches as 0.
- Per the final layout report, the fraction of cells sized above drive strength 1 comes to 6.22%.
- From synthesis to final layout, the design area changed by 5.72%.

Hold path:
- Checking hold timing, the worst path is listed with class in -> out.

Run:
- The run reported a max-capacitance violation count of 0.
- The run gives the number of warning messages in the logs as 103.
-- through the flow --
step / std cells / util, % / hold WS, ns / setup WS (ns) / instance area (µm²)
2_1_floorplan: 9718 / - / 186.18 / 206.32 / 72300
3_3_place_gp: 11600 / 53.2 / 187.18 / 193.79 / 76400
3_5_place_dp: 11600 / 53.2 / 187.18 / 193.21 / 76400
4_1_cts: 11600 / 53.2 / 187.19 / 192.94 / 76400
5_1_grt: 11600 / 53.2 / 187.24 / 186.18 / 76400
6_report: 11600 / 53.2 / 187.22 / 190.07 / 76500
-- path summary, 6_finish.rpt --
path | slack, ns | from | end | cells past startpoint
setup / recovery | 190.07 | Y[28] | Result2[6] | 288
hold / removal | 187.22 | Y[31] | Result2[31] | 5
-- placed cells by master, fill, tap and decap left out, drive strengths merged, types with 46 or more instances in the layout --
cell type	n
o21a	184
o31ai	56
mux2i	108
o211ai	77
a21o	244
fa	899
nand3	136
a31oi	93
nor3	229
inv	1173
or3	62
buf	323
a221oi	52
o21bai	82
clkdlybuf4s50	94
nor4	46
xor2	164
a21oi	573
xnor2	293
o21ai	496
nand4	80
nor2	908
ha	983
o22ai	46
nand2b	88
nand2	1356
or2	55
nor2b	78
a211oi	57
mux2	60
-- per-layer routing --
layer	global-route usage (%)	up-vias	share of wire [%]	routed length [µm]
met1	61.4	35800	35	126000
met2	70.1	4902	40	144000
met5	0.694	-	0.11	406
li1	-	33100	-	-
met4	35.9	43	9.5	33800
met3	24.4	1497	15	52200
-- cell usage after synthesis, types with 21 or more instances --
cell and n:
sky130_fd_sc_hd__a31o_2 23, sky130_fd_sc_hd__nand4_1 80, sky130_fd_sc_hd__a211o_1 21, sky130_fd_sc_hd__xnor2_1 293, sky130_fd_sc_hd__a21oi_1 566, sky130_fd_sc_hd__or3_1 61
sky130_fd_sc_hd__a21o_1 244, sky130_fd_sc_hd__o31ai_1 55, sky130_fd_sc_hd__or2_2 53, sky130_fd_sc_hd__nand3_1 135, sky130_fd_sc_hd__nor3_1 226, sky130_fd_sc_hd__mux2_2 58
sky130_fd_sc_hd__nand2b_1 88, sky130_fd_sc_hd__a2111oi_0 25, sky130_fd_sc_hd__o2111ai_1 27, sky130_fd_sc_hd__and3_1 42, sky130_fd_sc_hd__nand2_1 1355, sky130_fd_sc_hd__nor2b_1 78
sky130_fd_sc_hd__inv_1 1164, sky130_fd_sc_hd__buf_1 97, sky130_fd_sc_hd__ha_1 983, sky130_fd_sc_hd__nor4_1 41, sky130_fd_sc_hd__a22oi_1 25, sky130_fd_sc_hd__clkbuf_1 342
sky130_fd_sc_hd__o21a_1 183, sky130_fd_sc_hd__o22ai_1 44, sky130_fd_sc_hd__a221oi_1 48, sky130_fd_sc_hd__fa_1 899, sky130_fd_sc_hd__nor2_1 904, sky130_fd_sc_hd__mux2i_1 108
sky130_fd_sc_hd__a21boi_0 36, sky130_fd_sc_hd__a31oi_1 88, sky130_fd_sc_hd__o211ai_1 71, sky130_fd_sc_hd__o21ai_0 473, sky130_fd_sc_hd__o21bai_1 82, sky130_fd_sc_hd__and2_1 28
sky130_fd_sc_hd__a211oi_1 52, sky130_fd_sc_hd__clkinv_1 26, sky130_fd_sc_hd__a221o_1 35, sky130_fd_sc_hd__xor2_1 164, sky130_fd_sc_hd__o31a_1 23, sky130_fd_sc_hd__o221ai_1 22
-- logic make-up (layout without fill, tap and decap cells) --
group / after synthesis / after routing / share of synthesized area [%]
AOI/OAI and AO/OA: 2365 / 2365 / 21.9
xor gates and xnor gates: 457 / 457 / 5.53
adders and majority gates: 1882 / 1882 / 41.9
buffers and inverters: 1650 / 1614 / 8.61
muxes: 173 / 173 / 2.59
other: 0 / 30 / 0
and+or+nand+nor: 3191 / 3191 / 19.5
-- area by class of cell --
type / instances / area (µm²)
Antenna cell: 30 / 75.1
Multi-Input combinational cell: 8068 / 66200
Timing Repair Buffer: 417 / 3280
Fill cell: 13500 / 67200
Tap cell: 1903 / 2380
Inverter: 1197 / 4490
No activity file was given, so power comes from the tool's default toggle rates.
