==> /design/flow/design.v <==
`timescale 1ns / 1ps
module control(
    input [5:0] OP,
    input [5:0]FUNC,
    output reg  [3:0]ALU_OP,
    output reg  Memtoreg, Memwrite, Alu_src, Regwrite, Syscall, Signedext, Regdst, Beq, Bne, Jr, Jmp, Jal, Shift, Lui, Blez, Bgtz, Bz,
    output reg[1:0]Mode,
	output reg Byte, Signext2
    );
    reg SLL, SRA, SRL, ADD, ADDU, SUB, AND, OR, NOR, SLT, SLTU, JR, SYSCALL, J, JAL, BEQ, BNE, ADDI, ANDI, ADDIU, SLTI, ORI, LW, SW, SLLV, SRLV, SRAV, SUBU, XOR, XORI, LUI, SLTIU, LB, LH, LBU, LHU, SB, SH, BLEZ, BGTZ, BLTZ, BGEZ;
    reg R_type;
    initial begin
		SLL = 0; SRA = 0; SRL = 0; ADD = 0; ADDU = 0; SUB = 0; AND = 0; OR = 0; NOR = 0; SLT = 0; SLTU = 0; JR = 0; SYSCALL = 0; J = 0; JAL = 0; BEQ = 0; BNE = 0; ADDI = 0; ANDI = 0; ADDIU = 0; SLTI = 0; ORI = 0; LW = 0; SW = 0; SLLV = 0; SRLV = 0; SRAV = 0; SUBU = 0; XOR = 0; XORI = 0; LUI = 0; SLTIU = 0; LB = 0; LH = 0; LBU = 0; LHU = 0; SB = 0; SH = 0; BLEZ = 0; BGTZ = 0; BLTZ = 0; BGEZ = 0;
		Byte = 0; Signext2 = 0;
	end
	always @(OP or FUNC) begin
		J = (OP == 2)?1:0;
		JAL = (OP == 3)?1:0;
		BEQ = (OP == 4)?1:0;
		BNE = (OP == 5)?1:0;
		BLEZ = (OP == 6)?1:0;
		BGTZ = (OP == 7)?1:0;
		ADDI = (OP == 8)?1:0;
		ADDIU = (OP == 9)?1:0;
		SLTI = (OP == 10)?1:0;
		SLTIU = (OP == 11)?1:0;
		ANDI = (OP == 12)?1:0;
		ORI = (OP == 13)?1:0;
		XORI = (OP == 14)?1:0;
		LUI = (OP == 15)?1:0;
		LB = (OP == 32)?1:0;
		LH = (OP == 33)?1:0;
		LW = (OP == 35)?1:0;
		LBU = (OP == 36)?1:0;
		LHU = (OP == 37)?1:0;
		SB = (OP == 40)?1:0;
		SH = (OP == 41)?1:0;
		SW = (OP == 43)?1:0;
		if(OP!=0)begin
			SLL = 0;SRA = 0;SRL = 0;ADD = 0;ADDU = 0;SUB = 0;AND = 0;OR = 0;NOR = 0;SLT = 0;SLTU = 0;JR = 0;SYSCALL = 0;SLLV = 0;SRLV = 0;SRAV = 0;SUBU = 0;XOR = 0;		
		end		
		else begin
		SLL = (FUNC == 0)?1:0;
		SRL = (FUNC == 2)?1:0;
		SRA = (FUNC == 3)?1:0;
		SLLV = (FUNC == 4)?1:0;
		SRLV = (FUNC == 6)?1:0;
		SRAV = (FUNC == 7)?1:0;
		JR = (FUNC == 8)?1:0;
		SYSCALL = (FUNC == 12)?1:0;
		ADD = (FUNC == 32)?1:0;
		SUB = (FUNC == 34)?1:0;
		SUBU = (FUNC == 35)?1:0;
		ADDU = (FUNC == 33)?1:0;
		AND = (FUNC == 36)?1:0;
		OR = (FUNC == 37)?1:0;
		XOR = (FUNC == 38)?1:0;
		NOR = (FUNC == 39)?1:0;
		SLT = (FUNC == 42)?1:0;
		SLTU = (FUNC == 43)?1:0;
		end
        if (OP == 0 && SYSCALL == 0)begin
            R_type = 1;
        end
        else R_type = 0;
        ALU_OP = (ADD || ADDU || ADDI || ADDIU || LW || SW || LB || LH || LBU || LHU || SB || SH) ? 5 :
                (SLL || SLLV || LUI) ? 0 :
                (SRA || SRAV) ? 1 :
                (SRL || SRLV) ? 2 :
                (SUB || SUBU) ? 6 :
                (AND || ANDI) ? 7 :
                (OR || ORI) ? 8 :
                (XOR || XORI) ? 9 :
                (SLT || SLTI) ? 11 :
                (SLTU || SLTIU) ? 12 : 
                NOR ? 10 : 13;
        Memtoreg = LW ||   LBU || LHU;
        Memwrite = SW || SB || SH;
        Alu_src = ADDI || ANDI || ADDIU || SLTI || ORI || LW || SW || XORI || LUI || SLTIU || LB || LH || LBU || LHU || SB || SH;
        Regwrite = R_type || JAL || ADDI || ANDI || ADDIU || SLTI || ORI || LW || XORI || LUI || SLTIU || LB || LH || LBU || LHU;
        Syscall = SYSCALL;
        Signedext = ADDI || ADDIU || SLTI || LW || SW || LB || LH || LBU || LHU || SB || SH;
        Regdst = R_type;
        Beq = BEQ;
        Bne = BNE;
        Jr = JR;
        Jmp = JAL || Jr || J;
        Jal = JAL;
        Shift = SLLV || SRLV || SRAV;
        Lui = LUI;
        Blez = BLEZ;
        Bgtz = BGTZ;
        Bz = (OP == 1)? 1 : 0;
        Mode = (LB || LBU || SB)? 2'b00 :
                (LH || LHU || SH)? 2'b01 : 2'b10;
		Byte = (LB || LBU) ?1 :0;
		Signext2 = (LB || LH) ?1:0;
	end
endmodule
==> /design/flow/run.sh <==
#!/bin/bash
# OpenROAD 26Q1-2900-gdf79404cd8, Yosys 0.63+post, stock flow scripts
make -C /OpenROAD-flow-scripts/flow DESIGN_CONFIG=/design/flow/config.mk WORK_HOME=/design/flow/orfs finish
==> /design/flow/config.mk <==
export PLATFORM = sky130hd
export DESIGN_NAME = control
export DESIGN_NICKNAME = control
export VERILOG_FILES = /design/flow/design.v
export SDC_FILE = /design/flow/constraint.sdc
export NUM_CORES = 4
export LEC_CHECK = 1
export CORE_AREA = 10 10 72 72
export DIE_AREA = 0 0 82 82
==> /design/flow/constraint.sdc <==
current_design control

set clk_period 5.8
set clk_io_pct 0.2

create_clock -name clk0 -period $clk_period

set non_clock_inputs [all_inputs -no_clocks]
set_input_delay [expr $clk_period * $clk_io_pct] -clock clk0 $non_clock_inputs
set_output_delay [expr $clk_period * $clk_io_pct] -clock clk0 [all_outputs]
==> CHANGELOG.md <==
### Implementation results

- Vias in the first global route: 747
- Registers: 0
- Area leader, netlist: nor2_1
- Critical hold path startpoint: OP[4]
- Synth Seq Share: 0%
- Dominant logic cell type in the layout: clkdlybuf4s50_1
- Yosys warning tally: 1
- Remaining DRCs: 0
- Tool warnings: 32
- Total internal power: 0.00002365 W
- Status: finished, final reports clean
- Post-DRT Antenna Nets: 0
- Syn Area/Cell: 5.748 µm²
- Initial antenna violation count: 0
- CP delay by family, top: simple AND/OR/NAND/NOR gates
- Die width: 82 µm
- WP buf/inv: 2
- RSZ-0062 raised after global routing: false
- Most frequent logic cells in the routed design: 37 x clkdlybuf4s50_1, 21 x nor2_1
- Gr ovfl total: 0
- Max-slew headroom: 68.58%
- Pins Over Slew Limit: 0
- Max rail drop VDD: 0.02679 mV
- Chip Area: 6724 µm²
- I/O pin count: 37
- Total power: 0.00004491 W
- Worst min-delay path class: input port to primary output
- Setup TNS: 0 ps
- Max Clk Rate: 198.0 MHz
- Layout area overhead: 65.52%
- Floorplan utilization: 15.74%
- WP data required: 4640 ps
- Ys cells: 101
- Vias per Instance: 4.491
- Combinational Area: 530.5 µm²
- Drt first-iter violations: 27
- WL final: 2263 µm
- FF+latch area: 0 µm²
- Area after DPL: 960.9 µm²
- Setup violators final: 0
- DP HPWL: 1828 µm
- Clock Power Share: 0%
- Hold endpoint: Alu_src
- DR pass1 iterations: 4
- Final non-filler cell area: 960.9 µm²
- Cts hold-fix bufs: 0
- FP Rows: 22
- Post-Synthesis Cell Area: 580.6 µm²
- Setup CP Type: input port to primary output
- Power Density: 46.74 nW/µm²
- Area contributors post-synth: nor2_1 14%, nand2b_1 6.5%, clkbuf_1 5.8%, nor2b_1 5.4%, a21oi_1 5.2%
- Combinational power share: 100.0%
- Switch share: 47.34%
- Max incr delay on CP: 740 ps
- GP Congestion: 0.7972
- Layout cells sized above 1: 4.724%
- Yosys synthesis chip area: 580.6 µm²
- Total number of vias: 786
- Hold Crit Depth: 3
- Critical path arrival: 3890 ps
- Largest net degree at the start of global routing: 17
- Worst path cell trace: clkdlybuf4s50_1, or4_1, or3_1, o31ai_1, or3_1, clkdlybuf4s50_1
- Leakage: 0.2932 nW
- Cells after Synth: 101
- Die extent in y: 82 µm
- Crit end category: primary output
- Critical path peak fanout: 16
- Post-CTS Setup Bufs: 0
- NetSw: 0.00002126 W
- Fillers: 426
- Max-cap violations: 0
- First-pass GRT wire length: 3767 µm
- Largest type area fraction: 13.58%
- Number of gates resized after cts: 0
- Hold slack: 3405 ps
- Slowest CP cell: or4_1
- Tmin final: 5052 ps
- Wire per inst: 12.93 µm
- Fin crit share: 87.10%
- Ant. Diodes: 0
- Clock buf count: 0
- Hold Fails Final Rpt: 0
- Worst-Margin Slew: 469.8 ps
- Core Region: 3689 µm²
- Overall routing resource usage: 6.740%
- Startpoint types: input port
- Reg power frac: 0%
- Yosys cell types: 36
- Number of port buffers: 37
==> layer usage <==
metal | part of all wire [%] | up-vias | global-route usage, %
met2 | 48 | 21 | 11.68
met3 | 7.3 | 0 | 1.982
li1 | - | 414 | -
met5 | 0 | - | 0
met4 | 0 | 0 | 0
met1 | 45 | 351 | 8.586
==> area by class of cell <==
cell class         count  area share, %
multi-input cells     90          55.21
well taps             48          6.250
repair buffers        37          38.54
==> synthesized netlist by cell type <==
library cell and count:
nor2_1 21, clkbuf_1 9, a21oi_1 6, nand2_1 6, nand2b_1 6, nor3_1 6, nor2b_1 5, o21ai_0 5
or3_1 4, nand3b_1 3, nor3b_1 3, a211oi_1 2, or2_2 2, a211o_1 1, a21boi_0 1, a221oi_1 1
a22oi_1 1, and3b_1 1, and4b_1 1, buf_2 1, buf_6 1, mux2_2 1, nand3_1 1, nand4b_1 1
nor4_1 1, nor4b_1 1, o211ai_1 1, o21ba_2 1, o22a_1 1, o22ai_1 1, o31ai_1 1, or4_1 1
or4_4 1, or4b_2 1, xnor2_1 1, xor2_1 1
==> cells by family after synthesis <==
family	count (synthesis)	synth area share (%)
xor+xnor	2	3.018
compound gates	22	24.57
mux	1	1.940
buf+inv	11	8.619
simple gates	65	61.85
==> how the worst max path moves through the flow <==
stage	to	slack (ps)	start	cells after the start
CTS	ALU_OP[1]	740	OP[3]	6
finish	ALU_OP[1]	750	OP[3]	6
global route	ALU_OP[1]	530	OP[3]	6
==> stage by stage <==
step	setup slack (ps)	util (%)	instances
after CTS	744.8	26.05	175
after global placement	759.4	26.05	175
final	748.4	26.05	175
after floorplan	2027	-	101
after global routing	529.3	26.05	175
after detailed placement	769.2	26.05	175
==> power groups by stage <==
| stage | combinational, W | sequential [W] | clock, W |
|---|---|---|---|
| global route | 0.0000507 | 0 | 0 |
| finish | 0.0000449 | 0 | 0 |
| CTS | 0.0000454 | 0 | 0 |
Power is estimated from default activity; no workload was simulated.
